==> design/flow/design.v <==
module traffic_light (
  input  clk,
  input  rst,
  input  pass,
  output reg R,
  output reg G,
  output reg Y
);
	reg [10:0] cnt = 0;
	reg [2:0] state = 0;
	always @(posedge clk) begin
		if(rst == 1 || (pass == 1 && state != 0))begin
			R <= 0;
			G <= 1;
			Y <= 0;
			cnt <= 1;
			state <= 0;
		end  
		else begin
			case(state)
				0: begin  
					if(cnt == 1024)begin						
						cnt <= 1;
						state <= 1;		
						R <= 0;
						G <= 0;
						Y <= 0;
					end 					
					else begin
						R <= 0;
						G <= 1;
						Y <= 0;
						cnt <= cnt + 1;
					end	
				end 
				1: begin  
					if(cnt == 128)begin						
						cnt <= 1;
						state <= 2;		
						R <= 0;
						G <= 1;
						Y <= 0;
					end 					
					else begin
						R <= 0;
						G <= 0;
						Y <= 0;
						cnt <= cnt + 1;
					end	
				end 
				2: begin  
					if(cnt == 128)begin						
						cnt <= 1;
						state <= 3;		
						R <= 0;
						G <= 0;
						Y <= 0;
					end 					
					else begin
						R <= 0;
						G <= 1;
						Y <= 0;
						cnt <= cnt + 1;
					end	
				end 
				3: begin  
					if(cnt == 128)begin						
						cnt <= 1;
						state <= 4;		
						R <= 0;
						G <= 1;
						Y <= 0;
					end 					
					else begin
						R <= 0;
						G <= 0;
						Y <= 0;
						cnt <= cnt + 1;
					end	
				end 
				4: begin  
					if(cnt == 128)begin						
						cnt <= 1;
						state <= 5;		
						R <= 0;
						G <= 0;
						Y <= 1;
					end 					
					else begin
						R <= 0;
						G <= 1;
						Y <= 0;
						cnt <= cnt + 1;
					end	
				end 
				5: begin  
					if(cnt == 512)begin						
						cnt <= 1;
						state <= 6;		
						R <= 1;
						G <= 0;
						Y <= 0;
					end 					
					else begin
						R <= 0;
						G <= 0;
						Y <= 1;
						cnt <= cnt + 1;
					end	
				end 
				6: begin  
					if(cnt == 1024)begin						
						cnt <= 1;
						state <= 0;		
						R <= 0;
						G <= 1;
						Y <= 0;
					end 					
					else begin
						R <= 1;
						G <= 0;
						Y <= 0;
						cnt <= cnt + 1;
					end	
				end 
			endcase
		end  
	end  
endmodule
==> design/flow/run.sh <==
#!/bin/bash
# OpenROAD 26Q1-2900-gdf79404cd8, Yosys 0.63+post, stock flow scripts
make -C /OpenROAD-flow-scripts/flow DESIGN_CONFIG=/design/flow/config.mk WORK_HOME=/design/flow/orfs finish
==> design/flow/config.mk <==
export PLATFORM = sky130hd
export DESIGN_NAME = traffic_light
export DESIGN_NICKNAME = traffic_light
export VERILOG_FILES = /design/flow/design.v
export SDC_FILE = /design/flow/constraint.sdc
export NUM_CORES = 4
export LEC_CHECK = 1
export CORE_AREA = 10 10 99 99
export DIE_AREA = 0 0 109 109
==> design/flow/constraint.sdc <==
current_design traffic_light

set clk_period 3.3
set clk_io_pct 0.2

create_clock -name clk0 -period $clk_period [get_ports {clk}]

set non_clock_inputs [all_inputs -no_clocks]
set_input_delay [expr $clk_period * $clk_io_pct] -clock clk0 $non_clock_inputs
set_output_delay [expr $clk_period * $clk_io_pct] -clock clk0 [all_outputs]
==> flow_summary_export.csv <==
group,metric,value,unit
drt,drt_first_pass_iters,4,
sta,setup_ws,1.23,ns
drt,drt_iter0_drc,100,
place,place_ws,1.26,ns
logic_synthesis,yosys_most_used_dff,"dfxtp_1",
logic_synthesis,yosys-stat-cells,123,
floorplan,core-area,7730,um2
drt,dr_total_vias,853,
sta,whs,0.487,ns
global_routing,grt_overflow,0,
logic_synthesis,syn_area,1040,um2
clock_network,clkSinkCount,17,
setup_path,cp-start-kind,"flop",
setup_path,cp.arrival,2.24,ns
finish,final-comb-area,617,um2
place,port-buffer-count,5,
worst_hold_path,hold_class,"flop to flop",
job,drv_cap,0,
finish,final_area,1210,um2
floorplan,rows,32,
clock_network,cts.repair.resized,0,
job,warnings,26,
global_routing,grt_pass1_vias,806,
logic_synthesis,syn_area_per_cell,8.46,um2
logic_synthesis,yosysTopAreaCellShare,0.327,
finish,areaGrowthSynthToFinish,16.0,%
floorplan,io_pins,6,
setup_path,cpMostUsedCell,"nand3_1",
setup_path,critPathMaxStageDelay,0.68,ns
clock_network,cts_setup_buffers,0,
logic_synthesis,synthArstFlopShare,0,
clock_network,root_buffer,"clkbuf_8",
logic_synthesis,yosys_area,1040,um2
sta,fin_tns_setup,0,ns
setup_path,cp_slowest_cell,"dfxtp_1",
clock_network,cts_made_buffers,3,
floorplan,dieArea,11900,um2
clock_network,clockBufferDepth,2,
floorplan,chipWidth,109,um
drt,wl,1980,um
drt,ant_nets,0,
place,hpwl,1460,um
setup_path,critPathCaptureType,"flop",
sta,slew_headroom,0.623,
place,place_area,1160,um2
logic_synthesis,top_cells_by_area,"dfxtp_1 33%, nor2_1 4.7%, xnor2_1 3.4%, nand2_1 3.2%, buf_6 3.2%",
finish,regArea,340,um2
sta,finalSetupViolCount,0,
setup_path,cp_max_fo,16,
logic_synthesis,syn_inst,123,
sta,rsz0062_at_grt,"false",
floorplan,fp.dieH,109,um
clock_network,h-tree-depth,1,
logic_synthesis,post-synth-top-count-cell,"dfxtp_1",
setup_path,crit_required,3.47,ns
logic_synthesis,top_area_cell,"dfxtp_1",
setup_path,crit_buf_inv,0,
logic_synthesis,synth_cell_types,46,
logic_synthesis,ys_seq_frac,0.327,
power,p_leak,0.374,nW
power,ir_worst_vdd,88.2,uV
sta,final_max_slew_viol_count,0,
drt,antenna_cells,0,
clock_network,cts_tree,"built",
global_routing,grt_max_degree,17,
sta,clock.fmax,482,MHz
global_routing,grt.total_usage,0.0325,
logic_synthesis,synth-seq-cells,17,
drt,wl_per_cell,8.74,um
clock_network,clk_latency,0.25,ns
sta,worstMarginPinSlew,0.564,ns
logic_synthesis,yosys_warnings,1,
logic_synthesis,yosys-top-cells-count,"17 x dfxtp_1, 13 x nor2_1, 9 x nand2_1",
sta,period_used_share,0.628,
sta,fin_worst_skew,0.00433,ns
finish,drive_gt1_frac,0.121,
global_routing,grt_pass1_wl,3400,um
setup_path,path_class,"flop to flop",
finish,fill_cells,856,
power,power-per-cell-area,331,nW/um2
logic_synthesis,edf_count,0,
outcome,status,"finished clean",
drt,drcViolationCount,0,
sta,hold_viol_final,0,
sta,fin_crit,2.07,ns
drt,via_per_inst,3.77,
clock_network,clkTransAtPathRegs,0.07,ns
finish,final_util,0.156,
clock_network,holdBufCountCts,0,
floorplan,initial_core_util,0.135,
setup_path,crit_family,"simple AND/OR/NAND/NOR gates",
global_routing,antenna_found_initial,0,
place,place.gp.congestion,0.803,
setup_path,crit_chain,"nand3_1, nand3_1, nor2_1, and3_1, xnor2_1, a211oi_1",
-- worst paths after layout --
check / from / endpoint / slack, ns / cells past startpoint
worst min register to register: Y / Y / 0.49 / 2
worst min-delay path: Y / Y / 0.49 / 2
worst max register to register: state[1] / cnt[9] / 1.23 / 6
worst max-delay path: state[1] / cnt[9] / 1.23 / 6
-- power breakdown --
| part | switching (W) | internal [W] |
|---|---|---|
| clock network | 0.0000692 | 0.0000836 |
| logic | 0.0000178 | 0.0000135 |
| registers | 0.00000569 | 0.000210 |
-- cell type report --
class                           instances  area share
Multi-Input combinational cell         91       0.511
Clock inverter                          1     0.00415
Sequential cell                        17       0.282
Tap cell                              102       0.106
Timing Repair Buffer                    5      0.0415
Inverter                                7      0.0218
Clock buffer                            3      0.0342
-- registers in the layout, summed over array words and instances, names as in the netlist --
name	flops
Y	1
cnt	11
state	3
G	1
R	1
-- tightest hold or removal path: stages (launching register included) --
cell	delay (ns)
dfxtp_1	0.31
nand2_1	0.05
a2111oi_0	0.07
-- layer usage --
metal	GRT usage	share of wire
met1	0.0415	0.48
met3	0.00119	0.013
met5	0	0
met2	0.0587	0.48
met4	0.00847	0.017
-- through the flow --
stage | power, W | instances
2_1_floorplan | 0.000243 | 123
3_3_place_gp | 0.000251 | 222
3_5_place_dp | 0.000251 | 222
4_1_cts | 0.000405 | 226
5_1_grt | 0.000420 | 226
6_report | 0.000400 | 226
-- cell families after synthesis --
kind of cell / after synthesis / share of synthesized area
and+or+nand+nor: 52 / 0.278
AOI/OAI and AO/OA: 28 / 0.212
DFF: 17 / 0.327
buffers and inverters: 15 / 0.0805
xor gates and xnor gates: 7 / 0.0589
adders and majority gates: 3 / 0.0349
muxes: 1 / 0.00962
-- cell usage in the layout (no fill, tap or decap), drive strengths merged, types with 3 or more instances in the layout --
master | synthesis | routed
nand2 | 9 | 9
nor2 | 14 | 14
dfxtp | 17 | 17
a21oi | 6 | 6
o21ai | 6 | 6
and3 | 4 | 4
nand3 | 6 | 6
nand4 | 5 | 5
inv | 7 | 7
nor3 | 4 | 4
clkbuf | 3 | 3
xnor2 | 4 | 4
a211oi | 3 | 3
clkdlybuf4s50 | 0 | 5
xor2 | 3 | 3
No activity file was given, so power comes from the tool's default toggle rates.

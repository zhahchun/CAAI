==> /design/flow/design.v <==
module mac (instruction, multiplier, multiplicand, stall, clk, reset_n, result, protect);
	input signed [15:0] multiplier;
	input signed [15:0] multiplicand; 
	input  clk;
	input  reset_n;
	input  stall;
	input  [2:0] instruction;
	output signed [31:0] result;
	output signed [7:0] protect;
	reg signed [31:0] result;
	reg signed [7:0] protect;
	reg signed [15:0] mt_er16;
	reg signed [15:0] mt_cand16;
	reg signed [39:0] mt_temp40;
	reg signed [7:0] mt_er8_pre;  
	reg signed [7:0] mt_cand8_pre;  
	reg signed [7:0] mt_er8_last;  
	reg signed [7:0] mt_cand8_last;  
	reg signed [19:0] mt_temp20_pre;  
	reg signed [19:0] mt_temp20_last;  
	reg [2:0] prev_inst;
	parameter signed [39:0] max40 = 40'h007FFFFFFF;
	parameter signed [39:0] min40 = 40'hFF80000000;
	parameter signed [19:0] max20 = 20'h07FFF;
	parameter signed [19:0] min20 = 20'hF8000;
	always @(posedge clk) begin	
		if(~reset_n) begin
			mt_temp40 <= 0;
			mt_temp20_pre <= 0;
			mt_temp20_last <= 0;
			result <= 0;
			protect <= 0;
		end
		else if(!stall) begin
				case(prev_inst)
					0: begin
						if(instruction == 0 || instruction == 1 || instruction == 2 || instruction == 3) begin
							mt_temp40 <= mt_er16 * mt_cand16;
							result <= mt_temp40[31:0];
							protect <= mt_temp40[39:32];
						end  
						else if(instruction == 4 || instruction == 5 || instruction == 6 || instruction == 7) begin
							mt_temp20_pre <=  mt_er8_pre * mt_cand8_pre;
							result[15:0] <= mt_temp20_pre[15:0];
							protect[3:0] <= mt_temp20_pre[19:16];
							mt_temp20_last <=  mt_er8_last * mt_cand8_last;		
							result[31:16] <= mt_temp20_last[15:0];
							protect[7:4] <= mt_temp20_last[19:16];
						end  
						else begin
							mt_temp20_pre <=  mt_er8_pre * mt_cand8_pre;
							result[15:0] <= mt_temp20_pre[15:0];
							protect[3:0] <= mt_temp20_pre[19:16];
							mt_temp20_last <=  mt_er8_last * mt_cand8_last;		
							result[31:16] <= mt_temp20_last[15:0];
							protect[7:4] <= mt_temp20_last[19:16];
						end  
					end  
					4: begin
					end  
					1: begin
						mt_temp40 <= mt_er16 * mt_cand16;
						result <= mt_temp40[31:0];
						protect <= mt_temp40[39:32];
					end  
					2: begin
						mt_temp40 <=  mt_temp40 + mt_er16 * mt_cand16;
						result <= mt_temp40[31:0];
						protect <= mt_temp40[39:32];
					end  
					3: begin
						if(mt_temp40 > max40) begin
							mt_temp40 <= {mt_temp40[39:32],32'h7FFFFFFF};						
							end
						else if(mt_temp40 < min40) begin
							mt_temp40 <= {mt_temp40[39:32],32'h80000000};								
							end
						result <= mt_temp40[31:0];		
						protect <= mt_temp40[39:32];
					end  
					5: begin
						mt_temp20_pre <=  mt_er8_pre * mt_cand8_pre;
						result[15:0] <= mt_temp20_pre[15:0];
						protect[3:0] <= mt_temp20_pre[19:16];
						mt_temp20_last <=  mt_er8_last * mt_cand8_last;		
						result[31:16] <= mt_temp20_last[15:0];
						protect[7:4] <= mt_temp20_last[19:16];		
					end  
					6: begin		
						mt_temp20_pre <= mt_temp20_pre + mt_er8_pre * mt_cand8_pre;
						result[15:0] <= mt_temp20_pre[15:0];
						protect[3:0] <= mt_temp20_pre[19:16];
						mt_temp20_last <=  mt_temp20_last + mt_er8_last * mt_cand8_last;		
						result[31:16] <= mt_temp20_last[15:0];
						protect[7:4] <= mt_temp20_last[19:16];						
					end  
					7: begin
						if(mt_temp20_pre > max20) 
							mt_temp20_pre <= {mt_temp20_pre[19:16],16'h7FFF};
						else if(mt_temp20_pre < min20) 
							mt_temp20_pre <= {mt_temp20_pre[19:16],16'h8000};
						if(mt_temp20_last > max20) 
							mt_temp20_last <= {mt_temp20_last[19:16], 16'h7FFF};
						else if(mt_temp20_last < min20) 
							mt_temp20_last <= {mt_temp20_last[19:16], 16'h8000};
						result[15:0] <= mt_temp20_pre[15:0];
						protect[3:0] <= mt_temp20_pre[19:16];
						result[31:16] <= mt_temp20_last[15:0];
						protect[7:4] <= mt_temp20_last[19:16];	
					end  
				endcase
		end  
	end  
	always @(posedge clk) begin
		if(~reset_n) begin
			mt_er16 <= 0;
			mt_cand16 <= 0;
			mt_er8_pre <= 0;
			mt_cand8_pre <= 0;
			mt_er8_last <= 0;
			mt_cand8_last <= 0;
		end  
		else if(!stall) begin	
			case(instruction)
				0: begin
					mt_er16 <= 0;
					mt_cand16 <= 0;
					mt_er8_pre <= 0;
					mt_cand8_pre <= 0;
					mt_er8_last <= 0;
					mt_cand8_last <= 0;
					prev_inst <= instruction;
				end  
				4: begin
					mt_er16 <= 0;
					mt_cand16 <= 0;
					mt_er8_pre <= 0;
					mt_cand8_pre <= 0;
					mt_er8_last <= 0;
					mt_cand8_last <= 0;
					prev_inst <= instruction;
				end  
				1: begin
					mt_er16 <= multiplier;
					mt_cand16 <= multiplicand;
					prev_inst <= instruction;
				end  
				2: begin
					mt_er16 <= multiplier;
					mt_cand16 <= multiplicand;
					prev_inst <= instruction;
				end  
				3: begin
					prev_inst <= instruction;
				end  
				5: begin
					mt_er8_pre <= multiplier[7:0];
					mt_cand8_pre <= multiplicand[7:0];
					mt_er8_last <= multiplier[15:8];
					mt_cand8_last <= multiplicand[15:8];		
					prev_inst <= instruction;					
				end  
				6: begin
					mt_er8_pre <= multiplier[7:0];
					mt_cand8_pre <= multiplicand[7:0];
					mt_er8_last <= multiplier[15:8];
					mt_cand8_last <= multiplicand[15:8];
					prev_inst <= instruction;
				end  
				7: begin
					prev_inst <= instruction;
				end  
			endcase
		end  
	end  
endmodule
==> /design/flow/run.sh <==
#!/bin/bash
# OpenROAD 26Q1-2900-gdf79404cd8, Yosys 0.63+post, stock flow scripts
make -C /OpenROAD-flow-scripts/flow DESIGN_CONFIG=/design/flow/config.mk WORK_HOME=/design/flow/orfs finish
==> /design/flow/config.mk <==
export PLATFORM = sky130hd
export DESIGN_NAME = mac
export DESIGN_NICKNAME = mac
export VERILOG_FILES = /design/flow/design.v
export SDC_FILE = /design/flow/constraint.sdc
export NUM_CORES = 4
export LEC_CHECK = 1
export CORE_UTILIZATION = 30
==> /design/flow/constraint.sdc <==
current_design mac

set clk_period 28.8
set clk_io_pct 0.2

create_clock -name clk0 -period $clk_period [get_ports {clk}]

set non_clock_inputs [all_inputs -no_clocks]
set_input_delay [expr $clk_period * $clk_io_pct] -clock clk0 $non_clock_inputs
set_output_delay [expr $clk_period * $clk_io_pct] -clock clk0 [all_outputs]
==> results.toml <==
# yosys + openroad results
[synthesis]
syn-instance-count = 2937
yosys_cells = 2937
muxShareOfSynthArea = 0.01547
xor_area_frac = 0.04631
avgSynthCellArea_um2 = 8.813
aoi_share = 0.1601
edf_count = 3
yosysSeqAreaShare = 0.1458
synth-main-ff-cell = "dfxtp_1"
ys_warn_count = 1
synthDistinctLibCells = 74
async_flop_share = 0
ys_sh_simple = 0.1535
yosysChipArea_um2 = 25880
ys_top_logic_family = "adder cells"
netlist_area_um2 = 25880
numSynthFlops = 187
ys_sh_adder = 0.3954

[setup_path]
required_ns = 29.23
r2r_start = "mt_er16[8]"
worstSetupPathType = "register to register"
startpoint_type = "register"
critPathMaxFanout = 17
crit_path_frequent_cell = "fa_1"
max_stage_delay_ns = 0.78
crit_path_end_kind = "register"
cp.arrival_ns = 9.03
critPathSlowestCell = "dfxtp_1"
worstSetupStartpoint = "mt_er16[8]"

[pwr]
p_seq_frac = 0.413
power_frac_comb = 0.240
ir_drop_mv = 0.04366
clkPwrFrac = 0.347
p_per_area_nw_per_um2 = 25.64
p_sw_uw = 258.3
p_leak_nw = 13.88
p_sw_frac = 0.3539
p_int_uw = 471.6

[cts]
path_clk_slew_ns = 0.08
post-cts-setup-buffer-count = 0
post_cts_resized = 0
cts.sinks = 187
cts_buffers = 17
cts_hold_buf = 0
clkLatencyLatePin_ns = 0.50
cts_max_level = 4
cts_tree = "done"
cts.path.max_buffers = 2
cts-root-buf = "clkbuf_16"

[final_timing]
slew_violations = 0
setup_viol = 0
slew_headroom = 0.4523
rsz0062_at_grt = "false"
fin_skew_ns = 0.01301
min_period_over_period = 0.2987
tns_ns = 0
final_hold_viol_count = 0
post-route-min-period_ns = 8.602
fmax_mhz = 116.3
tightestPinTransition_ns = 0.8215
worst_slack_ns = 20.20

[run]
drv_cap = 0
log.warning_count = 26

[die]
die_x_um = 295.7
fp_util = 0.3035
fp.dieH_um = 295.7
core_um2 = 85280
ioPinCount = 78
dieArea_um2 = 87460
fp-row-count = 107

[drt]
initialDrtViolationCount = 1279
dr.pass1.iters = 5
final_antenna_net_count = 0
routed_wl_um = 70580
vias_per_cell = 4.881
drc_errors = 0
wl_per_cell_um = 17.23
num_vias = 19990

[finish]
stdcell_area_um2 = 28470
layout_top_cell = "inv_1"
drive_gt1_frac = 0.02677
fill_cells = 8794
final_cells = 4096
area_growth_pct = 9.992
lay_top_cells = "451 x inv_1, 375 x fa_1, 283 x nand2_1"

[place]
placed_cell_area_um2 = 27860
dp.final_hpwl_um = 56790
io_buffers = 77
dpl.cell_count = 4063
gp_congestion = 0.9148
place_ws_ns = 20.12

[grt]
grt_pass1_vias = 19580
track_usage = 0.1716
grt_max_degree = 80
grt_overflow_total = 0
antenna_found_initial = 1
grt_first_pass_wirelength_um = 111800

[worst_hold_path]
hold_start = "mt_temp20_last[12]"
hold_class = "register to register"

[status]
status = "complete, no violations"
[worst paths after layout]
| kind | end | slack, ns | depth (start not counted) |
|---|---|---|---|
| max | mt_temp40[26] | 20.20 | 30 |
| min | mt_temp20_last[12] | 0.50 | 2 |
| min reg2reg | mt_temp20_last[12] | 0.50 | 2 |
| max reg2reg | mt_temp40[26] | 20.20 | 30 |
[logic make-up (layout without fill, tap and decap cells)]
group,count (synthesis),in the layout
adders and majority gates,593,593
buffers and inverters,575,589
other,0,1
muxes,40,40
AOI/OAI and AO/OA,613,613
and+or+nand+nor,793,793
DFF,187,187
xor gates and xnor gates,136,136
[layer usage]
layer / track usage / part of all wire / vias to the layer above / routed length, um
met5: 0.002217 / 0 / - / 0
met2: 0.2668 / 0.47 / 452 / 33270
met3: 0.04192 / 0.065 / 63 / 4611
met4: 0.02401 / 0.017 / 0 / 1194
li1: - / - / 9610 / -
met1: 0.2531 / 0.45 / 9866 / 31500
[Yosys cell counts (24+ instances only)]
| master | n | area (um^2) |
|---|---|---|
| xnor2_1 | 94 | 823.3 |
| a21o_1 | 42 | 315.3 |
| nand2_1 | 284 | 1066 |
| o211a_1 | 43 | 430.4 |
| clkbuf_1 | 118 | 442.9 |
| dfxtp_1 | 184 | 3684 |
| nand2b_1 | 39 | 244.0 |
| a22oi_1 | 52 | 390.4 |
| inv_1 | 451 | 1693 |
| o21ai_0 | 122 | 610.6 |
| xor2_1 | 41 | 359.1 |
| mux2i_1 | 40 | 400.4 |
| ha_1 | 218 | 2728 |
| nor3_1 | 24 | 120.1 |
| a31oi_1 | 25 | 156.4 |
| a21oi_1 | 139 | 695.7 |
| and2_1 | 207 | 1295 |
| nor2_1 | 104 | 390.4 |
| fa_1 | 375 | 7507 |
| nor2b_1 | 63 | 394.1 |
[through the flow]
step | total power [mW] | utilization | hold slack [ns]
after detailed placement | 0.4811 | 0.3267 | 0.4758
after global placement | 0.4808 | 0.3267 | 0.4800
after CTS | 0.7359 | 0.3338 | 0.4948
after global routing | 0.7672 | 0.3338 | 0.5175
final | 0.7299 | 0.3338 | 0.4954
after floorplan | 0.4135 | - | 0.4499
[power by group through the flow]
| stage | logic [mW] | clock network [mW] | registers (mW) |
|---|---|---|---|
| finish | 0.175 | 0.254 | 0.301 |
| global route | 0.194 | 0.270 | 0.304 |
| CTS | 0.176 | 0.259 | 0.301 |
[layout make-up]
class                   count  area (um^2)  area share
diodes                      1        2.502  0.00008790
flip-flops and latches    187         3774      0.1325
clock inverters            14        178.9    0.006285
clock buffers              18        429.2     0.01507
well taps                1144         1431     0.05028
repair buffers            106        985.9     0.03463
inverters                 451         1693     0.05946
multi-input cells        2175        19980      0.7016
[registers in the layout (all words and copies together), names as in the netlist]
signal,flops
protect,8
mt_temp20_last,20
mt_cand16,16
mt_temp20_pre,20
mt_temp40,40
mt_er16,16
prev_inst,3
result,32
mt_cand8_pre,8
mt_er8_last,8
mt_cand8_last,8
mt_er8_pre,8
[critical path: cells and delay by family (launching register included)]
kind,cells,cell delay (ns)
AND/OR/NAND/NOR,3,0.62
AND-OR/OR-AND,14,2.90
XOR/XNOR,2,0.25
buffers and inverters,3,0.17
flip-flops,1,0.78
adder cells (fa/ha/maj),8,3.77
No activity file was given, so power comes from the tool's default toggle rates.
